==> /design/flow/design.v <==
`timescale 1ns / 1ps
module CalcDeterminant(clk, reset, MatrixIn, determinant);
input clk, reset; 
input [287:0] MatrixIn; 
output reg [31:0] determinant; 
reg [31:0] X; 
reg [31:0] Y; 
reg [31:0] Z; 
always @(posedge reset, posedge clk) begin 
    if (reset) begin 
        determinant <= 16'b0;
    end 
    else begin  
    X <= MatrixIn[287:256]*((MatrixIn[159:128]*MatrixIn[31:0])- (MatrixIn[63:32]*MatrixIn[127:96]));
    Y <= MatrixIn[255:224]*((MatrixIn[191:160]*MatrixIn[31:0])-(MatrixIn[95:64]*MatrixIn[127:96]));
    Z <= MatrixIn[223:192]*((MatrixIn[191:160]*MatrixIn[63:32])-(MatrixIn[95:64]*MatrixIn[159:128]));
    determinant <= X-Y+Z;
    end
 end 
endmodule
`timescale 1ns / 1ps
module DeterminantTopModule(clk, reset, SW, LED,
                             E00, E01, E02, 
                             E10, E11, E12, 
                             E20, E21, E22, 
                             determinant);
input clk, reset; 
input [2:0] SW; 
input [31:0] E00, E01, E02, 
             E10, E11, E12, 
             E20, E21, E22;
output  wire  [15:0] LED;
output wire [31:0] determinant;
CalcDeterminant one (.clk (clk), .reset(reset), .MatrixIn({E00, E01, E02, E10, E11, E12, E20, E21,E22}), 
                     .determinant(determinant));
assign LED = E02[15:0];
endmodule
==> /design/flow/run.sh <==
#!/bin/bash
# OpenROAD 26Q1-2900-gdf79404cd8, Yosys 0.63+post, stock flow scripts
make -C /OpenROAD-flow-scripts/flow DESIGN_CONFIG=/design/flow/config.mk WORK_HOME=/design/flow/orfs finish
==> /design/flow/config.mk <==
export PLATFORM = sky130hd
export DESIGN_NAME = DeterminantTopModule
export DESIGN_NICKNAME = DeterminantTopModule
export VERILOG_FILES = /design/flow/design.v
export SDC_FILE = /design/flow/constraint.sdc
export NUM_CORES = 4
export LEC_CHECK = 1
export CORE_UTILIZATION = 30
==> /design/flow/constraint.sdc <==
current_design DeterminantTopModule

set clk_period 10.2
set clk_io_pct 0.2

create_clock -name clk0 -period $clk_period [get_ports {clk}]

set non_clock_inputs [all_inputs -no_clocks]
set_input_delay [expr $clk_period * $clk_io_pct] -clock clk0 $non_clock_inputs
set_output_delay [expr $clk_period * $clk_io_pct] -clock clk0 [all_outputs]
==> flow_summary.toml <==
# flow metrics
[sta]
setup_violations = 75
worst_slack_ns = -6.88
relSlewSlack_pct = 50.0
hold_viol = 0
finalHoldWorstSlack_ns = 0.676
min_period_ns = 17.08
fmax_ghz = 0.0586
drv_slew = 0
fin_tns_setup_ns = -248.30
fin_worst_skew_ns = 0.0271
finalClockPeriodUsage_pct = 167
tightest_slew_ns = 0.745
rsz0062_at_grt = "true"

[global_routing]
grt_max_degree = 60
grt_pass1_vias = 121109
antenna_found_initial = 79
gr-total-overflow = 0
grt_pass1_wl_mm = 794
grt.total_usage_pct = 22.8

[setup_path]
cp_common_cell = "xnor2_1"
reg2reg_from = "one.Z[1]"
end_kind = "flop"
crit_type = "in -> reg"
worstRegToRegCells = 24
crit_slowest_cell = "fa_2"
reg2reg_slack_ns = 4.61
critPathMaxFanout = 8
arrival_ns = 17.33
cp-start-kind = "input pin"
crit_required_ns = 10.45
r2r_end = "one.determinant[31]"
max_stage_delay_ns = 0.60

[synth]
yosysWarnings = 1
postSynthAreaPerCell_um2 = 9.07
yosys.cell_types.count = 67
ys_sh_aoi_pct = 1.63
yosys_area_mm2 = 0.151
synthCells = 16596
yosysTopAreaCell = "fa_1"
top_area_share_pct = 51.7
common_cells = "inv_1 (4268), fa_1 (3886), nand2_1 (2503)"
ys_top_cells_by_area = "fa_1 (52%), inv_1 (11%), ha_1 (10%)"
xor_area_share_pct = 4.33
syn_area_mm2 = 0.151
ys_ff = 128
most_common_cell = "inv_1"
ys_sh_mux_pct = 0.00665
adder_share_pct = 61.9
async_reset_ff_share_pct = 25.0
top_logic_kind = "adder cells"
edf_count = 96
ys_cells = 16596
flop_cell = "edfxtp_1"
postSynthSeqShare_pct = 2.45
ys_sh_simple_pct = 16.7

[placed_design]
dp_hpwl_mm = 459
gp_congestion = 1.05
numPortBuffers = 337

[floorplan]
dieArea_mm2 = 0.505
row_count = 259
core_mm2 = 0.499
pin_count = 341
die_x_um = 710
fp_util_pct = 30.2
die_h_um = 710

[clocking]
cts_buffers = 17
ctsHoldBuffers = 0
cts_sinks = 128
clockBufferDepth = 2
root_buffer = "clkbuf_16"
clkTransAtPathRegs_ns = 0.08
cts_max_level = 4
clk_latency_ns = 0.50
cts_tree = "done"

[drt]
drtAntennaViolNets = 0
drtPass1Iterations = 5
drc = 0
avgViaCountPerCell = 4.50
wl_mm = 526
routedWlPerCell_um = 21.5
detail_route.iter0.violations = 4644
num_vias = 110107

[finish]
drive_above_1_share_pct = 13.4
final_core_util_pct = 36.0
synthToLayoutAreaGrowth_pct = 19.1
num-fill-cells = 49845
regArea_mm2 = 0.00368
combGateArea_mm2 = 0.130

[hold_path]
holdCritStartpoint = "one.Z[0]"
hold_path_class = "reg -> reg"
holdPathStages = 1
holdPathEnd = "one.determinant[0]"

[flow_run]
drv_cap = 0
warning_count = 36

[run_status]
status = "finished with violations"
violations = "setup timing"
## layer usage
metal,GRT usage [%],vias up,routed length (µm)
met1,28.6,55695,196000
met5,0.438,-,944
met2,33.2,4386,230000
met3,13.0,793,72000
li1,-,49162,-
met4,8.43,71,27500
## kinds of logic (layout without fill, tap and decap cells)
family | after synthesis | in the layout
buffers and inverters | 5172 | 6351
muxes | 1 | 1
DFF | 128 | 128
other | 0 | 37
xor gates and xnor gates | 724 | 724
and+or+nand+nor | 5079 | 5079
adders and majority gates | 5123 | 5123
AOI/OAI and AO/OA | 369 | 369
## cell usage in the layout, fill, tap and decap left out, drive strengths merged, types with 6 or more instances in the layout
cell type | netlist | final
a21boi | 7 | 7
nand3 | 35 | 35
and3 | 12 | 12
xnor2 | 595 | 595
o211ai | 8 | 8
o31a | 6 | 6
a211oi | 16 | 16
nor2b | 38 | 38
o21a | 27 | 27
bufbuf | 0 | 7
edfxtp | 96 | 96
nor2 | 100 | 100
a31oi | 9 | 9
clkdlybuf4s50 | 0 | 233
clkbuf | 883 | 25
a211o | 7 | 7
o21bai | 36 | 36
and2 | 2215 | 2215
fa | 3886 | 3886
xnor3 | 11 | 11
xor2 | 117 | 117
a21oi | 121 | 121
diode | 0 | 37
buf | 21 | 1789
ha | 1237 | 1237
a2111oi | 6 | 6
nand2 | 2503 | 2503
a31o | 6 | 6
a21o | 29 | 29
o41ai | 7 | 7
or3 | 16 | 16
nor3 | 57 | 57
inv | 4268 | 4278
o21ai | 53 | 53
dfrtp | 32 | 32
dlygate4sd2 | 0 | 11
nand2b | 85 | 85
## cell type report
cell class	instances	share of cell area, %
sequential	128	2.05
clock inverter	15	0.0900
tap	6655	4.64
inverter	4268	8.94
antenna	37	0.0516
multi-input combinational	11296	72.7
timing repair buffer	2051	11.3
clock buffer	17	0.237
## through the flow
step	setup slack (ns)	std cells	area (µm²)
3_5_place_dp	-7.98	24272	175000
3_3_place_gp	-7.99	24272	175000
5_1_grt	-7.41	24437	179000
6_report	-6.88	24467	179000
2_1_floorplan	-6.65	16596	153000
4_1_cts	-6.80	24393	178000
## worst max path at each step
stage         startpoint   endpoint  slack [ns]  cells after the start
CTS              E21[16]  one.X[31]       -6.80                     63
global route     E21[16]  one.X[31]       -7.41                     62
finish           E20[21]  one.Y[31]       -6.88                     60
## flip-flops by register name, summed over array words and instances (netlist names)
name	count
one.Z	32
one.determinant	32
one.X	32
one.Y	32
## critical path, delay by kind of cell
family	cells	cell delay (ns)
xor gates and xnor gates	21	3.40
buffers and inverters	13	1.55
adders and majority gates	19	9.02
and+or+nand+nor	3	0.55
AOI/OAI and AO/OA	4	0.75
## repair_timing
| action | in CTS | in global routing |
|---|---|---|
| gates resized | 488 | 229 |
| setup endpoints to repair | 76 | 77 |
| pin swaps | 246 | 167 |
| setup buffers | 83 | 37 |
| gates cloned | 7 | 3 |
